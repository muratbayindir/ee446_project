$ cat ./design.v
module shifter #(
     parameter WIDTH=8)
    (
	  input [1:0]  control,
	  input [4:0]  shamt,
	  input signed [WIDTH-1:0] DATA,
	  output reg signed [WIDTH-1:0] OUT
    );
parameter LSL=2'b00,
		  LSR=2'b01,
		  ASR=2'b10,
		  RR=2'b11;
always@(*) begin
	case(control)
	LSL: OUT = DATA << shamt;
	LSR: OUT = DATA >> shamt;
	ASR: OUT = DATA >>> shamt;
	RR: OUT = {DATA, DATA} >> shamt;
	endcase
end
endmodule	 
$ cat ./run.sh
#!/bin/bash
# OpenROAD 26Q1-2900-gdf79404cd8, Yosys 0.63+post, stock flow scripts
make -C /OpenROAD-flow-scripts/flow DESIGN_CONFIG=/design/flow/config.mk WORK_HOME=/design/flow/orfs finish
$ cat ./config.mk
export PLATFORM = sky130hd
export DESIGN_NAME = shifter
export DESIGN_NICKNAME = shifter
export VERILOG_FILES = /design/flow/design.v
export SDC_FILE = /design/flow/constraint.sdc
export NUM_CORES = 4
export LEC_CHECK = 1
export CORE_AREA = 10 10 94 94
export DIE_AREA = 0 0 104 104
export SYNTH_HDL_FRONTEND = slang
$ cat ./constraint.sdc
current_design shifter

set clk_period 3.0
set clk_io_pct 0.2

create_clock -name clk0 -period $clk_period

set non_clock_inputs [all_inputs -no_clocks]
set_input_delay [expr $clk_period * $clk_io_pct] -clock clk0 $non_clock_inputs
set_output_delay [expr $clk_period * $clk_io_pct] -clock clk0 [all_outputs]
==> impl_summary.log <==
[flow] collecting metrics
INFO  metric worst_path_largest_cell_delay = 0.31 ns
INFO  metric stage_log_warnings = 33
INFO  metric share_clk_of_total_power = 0%
INFO  metric synthCells = 156
INFO  metric layout-drive-gt1-share = 42.7%
INFO  metric netlist.top_cell.by_area = sky130_fd_sc_hd__mux2i_1
INFO  metric fin_worst_hold_slack = 1.85 ns
INFO  metric synth_area = 1080 µm²
INFO  metric grt_antenna_before_repair = 1
INFO  metric gr-total-overflow = 0
INFO  metric dpl-instance-area = 1770 µm²
INFO  metric min_delay_path_depth = 5
INFO  metric postLayoutCellArea = 1960 µm²
INFO  metric yosys-stat-area = 1080 µm²
INFO  metric design.die.area = 10800 µm²
INFO  metric grt_start_max_net_pins = 18
INFO  metric p_int = 0.148 mW
INFO  metric power.share.combinational = 100.0%
INFO  metric status = finished, final reports clean
INFO  metric dr_iter_0_viols = 119
INFO  metric syn_avg_cell_area = 6.91 µm²
INFO  metric critical_path.top_delay_family = buffers and inverters
INFO  metric sequential_cell_total = 0
INFO  metric power_density = 142 nW/µm²
INFO  metric common_cells = sky130_fd_sc_hd__nor2_1, sky130_fd_sc_hd__mux2i_1, sky130_fd_sc_hd__nand2_1
INFO  metric setup_violations = 0
INFO  metric synth.cellmix.compoundShare = 29.6%
INFO  metric yosysCellCount = 156
INFO  metric final-max-slew-violation-count = 0
INFO  metric worstPathArrival = 2.31 ns
INFO  metric crit_chain = clkdlybuf4s15_2, buf_6, buf_4, mux2_4, o32ai_1, nor3_1, a31oi_1, o311ai_1, dlygate4sd2_1
INFO  metric peakVddDrop = 0.0320 mV
INFO  metric drc = 0
INFO  metric layout.cells.non_filler = 331
INFO  metric critPathMaxFanout = 5
INFO  metric end_kind = output pin
INFO  metric routed_via_count = 1598
INFO  metric area_growth_syn_to_layout = 81.4%
INFO  metric maxCapViolCount = 0
INFO  metric switchingPower = 0.129 mW
INFO  metric grt_pass1_wl = 7980 µm
INFO  metric synth.cellmix.xorXnorShare = 0%
INFO  metric min_path_type = primary input to output pin
INFO  metric die_height = 104 µm
INFO  metric switching_share = 46.6%
INFO  metric crit_path_start_kind = primary input
INFO  metric post_route_utilization = 28.6%
INFO  metric synth.comb.largest_family = simple AND/OR/NAND/NOR gates
INFO  metric leakagePower = 0.865 nW
INFO  metric ioPinCount = 23
INFO  metric top_cell_area_share = 12.1%
INFO  metric ant_nets = 0
INFO  metric place_inst = 316
INFO  metric hold_vio_cnt_final = 0
INFO  metric max_freq = 343 MHz
INFO  metric min_period_over_period = 97.1%
INFO  metric overall_routed_net_length = 4940 µm
INFO  metric seq_area = 0 µm²
INFO  metric rsz0062_at_grt = no
INFO  metric distinct_cell_type_count_of_the_synthesized_netlist = 45
INFO  metric worst_hold_startpoint = control[1]
INFO  metric die_w = 104 µm
INFO  metric tightest_slew = 0.287 ns
INFO  metric synth_dominant_cell_count = sky130_fd_sc_hd__nor2_1
INFO  metric timing.critical_path.slowest_stage_cell = sky130_fd_sc_hd__mux2_4
INFO  metric final_hpwl_dp = 3790 µm
INFO  metric cts_hold_buf = 0
INFO  metric numPortBuffers = 23
INFO  metric clockBufferCount = 0
INFO  metric initial_utilization = 15.8%
INFO  metric global_route.usage.total = 8.70%
INFO  metric timing.slew.headroom = 80.6%
INFO  metric hold_path_endpoint = OUT[1]
INFO  metric via_per_inst = 4.83
INFO  metric cp_num_buf_inv = 4
INFO  metric via_count_of_the_first_global_routing_pass = 1526
INFO  metric row_count = 30
INFO  metric timing.final.crit_period = 2.91 ns
INFO  metric synth.yosys.seq_area_share = 0%
INFO  metric synthesis.yosys.warnings = 0
INFO  metric cp.required = 2.40 ns
INFO  metric synth.cellmix.simpleShare = 31.2%
INFO  metric detailedRoute.firstPassIterationCount = 5
INFO  metric netlist_top_cells_area = sky130_fd_sc_hd__mux2i_1, sky130_fd_sc_hd__mux4_2, sky130_fd_sc_hd__mux2_2
INFO  metric placeableCoreArea = 6830 µm²
INFO  metric final.setup.tns = 0 ns
INFO  metric worst-setup-path-type = primary input to output pin
INFO  metric fa_ha_area_share = 0.928%
INFO  metric gp_routability_congestion = 0.941
INFO  metric muxShareOfSynthArea = 28.8%
INFO  metric drt-wirelength-per-cell = 14.9 µm
INFO  metric pwr-share-seq = 0%
worst min-delay path, cell delays in order:
cell	delay, ns
sky130_fd_sc_hd__dlygate4sd2_1	0.25
sky130_fd_sc_hd__buf_6	0.13
sky130_fd_sc_hd__a21oi_1	0.06
sky130_fd_sc_hd__o21ai_1	0.11
sky130_fd_sc_hd__dlymetal6s2s_1	0.10
power groups by stage:
stage	sequential [mW]	combinational, mW	clock (mW)
after CTS	0	0.268	0
after global routing	0	0.299	0
final	0	0.277	0.0000000445
logic make-up after synthesis:
family                   count (synthesis)
AND-OR/OR-AND                           47
adder cells (fa/ha/maj)                  1
buffers and inverters                   19
AND/OR/NAND/NOR                         65
multiplexers                            24
area by class of cell:
| type | count | area (µm²) |
|---|---|---|
| multi-input cells | 137 | 1050 |
| inverters | 4 | 15.0 |
| fillers | 736 | 4870 |
| well taps | 96 | 120 |
| diodes | 1 | 2.50 |
| repair buffers | 93 | 769 |
metrics by stage:
stage / setup slack [ns] / power [mW]
after floorplan: 0.687 / 0.120
after CTS: -0.0130 / 0.268
after detailed placement: -0.442 / 0.255
final: 0.0869 / 0.277
after global routing: 0.0135 / 0.299
after global placement: -0.430 / 0.256
per-layer routing:
metal | vias to the layer above | GRT usage, % | wire [µm] | part of all wire (%)
met4 | 0 | 0.994 | 74 | 1.5
li1 | 767 | - | - | -
met3 | 6 | 1.44 | 422 | 8.5
met1 | 738 | 11.9 | 2200 | 45
met5 | - | 0 | 0 | 0
met2 | 87 | 14.4 | 2240 | 45
worst max path at each step:
stage	from	to	slack [ns]	cells past startpoint
after CTS	shamt[1]	OUT[1]	-0.01	7
after global routing	shamt[1]	OUT[3]	0.01	9
final	shamt[1]	OUT[3]	0.09	9
timing repair:
| item | in CTS | in global routing |
|---|---|---|
| resized | 48 | 6 |
| endpoints found under the setup margin | 8 | 3 |
| gates cloned | 1 | 0 |
| pin swaps | 5 | 4 |
| buffers inserted | 10 | 3 |
placed cells by master, fill, tap and decap left out, types with 3 or more instances in the layout:
master and instances:
sky130_fd_sc_hd__buf_4 61, sky130_fd_sc_hd__dlygate4sd2_1 19, sky130_fd_sc_hd__nor2_1 14, sky130_fd_sc_hd__nand2_1 12
sky130_fd_sc_hd__mux2i_1 11, sky130_fd_sc_hd__a21oi_1 9, sky130_fd_sc_hd__o21ai_0 8, sky130_fd_sc_hd__buf_6 7
sky130_fd_sc_hd__nor3_1 6, sky130_fd_sc_hd__nand2b_1 6, sky130_fd_sc_hd__nand3_1 5, sky130_fd_sc_hd__o211ai_1 5
sky130_fd_sc_hd__mux4_2 5, sky130_fd_sc_hd__mux2_2 3, sky130_fd_sc_hd__mux2_4 3, sky130_fd_sc_hd__nor2b_1 3
sky130_fd_sc_hd__inv_1 3, sky130_fd_sc_hd__nand4_1 3, sky130_fd_sc_hd__a31oi_1 3
Power and IR drop assume default switching activity.
