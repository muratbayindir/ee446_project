==> design.v <==
module Register_simple #(
     parameter WIDTH=8)
    (
	  input  clk, reset,
	  input	[WIDTH-1:0] DATA,
	  output reg [WIDTH-1:0] OUT
    );
always@(posedge clk) begin
	if(reset == 1'b1)
		OUT<=DATA;
	else	
		OUT<={WIDTH{1'b0}};
end
endmodule	 
==> run.sh <==
#!/bin/bash
# OpenROAD 26Q1-2900-gdf79404cd8, Yosys 0.63+post, stock flow scripts
make -C /OpenROAD-flow-scripts/flow DESIGN_CONFIG=/design/flow/config.mk WORK_HOME=/design/flow/orfs finish
==> config.mk <==
export PLATFORM = sky130hd
export DESIGN_NAME = Register_simple
export DESIGN_NICKNAME = Register_simple
export VERILOG_FILES = /design/flow/design.v
export SDC_FILE = /design/flow/constraint.sdc
export NUM_CORES = 4
export LEC_CHECK = 1
export CORE_AREA = 10 10 70 70
export DIE_AREA = 0 0 80 80
export SYNTH_HDL_FRONTEND = slang
==> constraint.sdc <==
current_design Register_simple

set clk_period 1.0
set clk_io_pct 0.2

create_clock -name clk0 -period $clk_period [get_ports {clk}]

set non_clock_inputs [all_inputs -no_clocks]
set_input_delay [expr $clk_period * $clk_io_pct] -clock clk0 $non_clock_inputs
set_output_delay [expr $clk_period * $clk_io_pct] -clock clk0 [all_outputs]
==> results.toml <==
# generated from flow reports
[final_layout]
drive_gt1_share_pct = 16.7
reg_top3 = "OUT x8"
utilization_pct = 13.4
instances_no_fill = 82
stdcell_area_sq_um = 458
syn2layout_area_growth_pct = 118
top_register = "OUT"
largest_register_ffs = 8

[synthesis]
synth_cell_types = 2
synth_area_sq_um = 210
ys_cells = 16
synth.avg_cell_area_sq_um = 13.1
synthCells = 16
synth_warnings = 0
yosysChipArea_sq_um = 210
synth-seq-cells = 8
yosysSeqAreaShare_pct = 76.2

[final_timing]
tightest_slew_ps = 189
setup_tns_ps = 0
hold_viol = 0
fmax_mhz = 1030
slew_headroom_pct = 87.4
report.final.slew_viol_count = 0
finalCriticalPeriod_ps = 972
finalSetupViolations = 0
rsz0062_at_grt = "false"
min_period_over_period_pct = 97.2

[global_route]
grt_overflow = 0
grt_pass1_vias = 169
antenna_found_initial = 0
grt_max_degree = 9
grt_pass1_wl_microns = 952
grt_usage_pct = 1.98

[clock_tree]
clk_path_buf_depth = 2
clkSlewWorstSetupHoldPaths_ps = 50
post_cts_buffers = 0
cts_made_buffers = 3
cts_tree = "built"
htree_levels = 1
clock-root-buffer = "clkbuf_4"
cts.sinks = 8

[routing]
drtPass1Iterations = 2
ant_nets = 0
vias = 177
antenna_cells = 0
first_iter_violations = 1
drc_errors = 0
wl_microns = 664
wl_per_cell_microns = 8.10
drt-vias-per-instance = 2.16

[setup_path]
cp_cell_sequence = "dlygate4sd2_1"
startpoint_type = "flop"
crit_slowest_cell = "dfxtp_2"
cp.arrival_ps = 770
critPathMaxFanout = 1
cp_num_buf_inv = 1
critPathCaptureType = "primary output"
crit_family = "flip-flops"
critical_path_class = "flop to primary output"
cp_slowest_stage_delay_ps = 300
crit_required_ps = 800

[floorplan]
fp-utilization_pct = 6.15
coreArea_sq_um = 3420
die_x_microns = 80
rows = 21
die_height_microns = 80
io_pins = 18
fp.dieArea_sq_um = 6400

[placed_design]
io_buffers = 17
dp.cells = 79
place_area_sq_um = 438
globalplace.congestion = 0.665

[power_and_ir_drop]
irDropWorstVdd_mv = 0.199
power_w = 0.000633
leakage_nw = 0.185
powerDensity_nw_per_um2 = 1380

[hold_path]
hp-start = "DATA[6]"
whs_endpoint = "OUT[6]"
whs_path_depth = 2
hp-class = "input port to flop"

[job]
warnings = 25
cap_violations = 0

[outcome]
status = "finished, final reports clean"
-- per-layer routing --
| layer | vias up | part of all wire, % | track usage, % | wire, microns |
|---|---|---|---|---|
| met5 | - | 0 | 0 | 0 |
| met4 | 0 | 5.9 | 1.58 | 39 |
| met3 | 4 | 3.9 | 0.341 | 26 |
| met2 | 7 | 64 | 4.09 | 423 |
| met1 | 77 | 26 | 1.48 | 174 |
| li1 | 89 | - | - | - |
-- cells in the mapped netlist --
master / instances / area, sq um
dfxtp_1: 8 / 160
and2_1: 8 / 50.1
-- power by group --
part	internal [W]	switching (W)	total (W)	leakage (nW)
clock	0.000136	0.0000888	0.000225	0.0138
combinational	0.0000547	0.0000120	0.0000666	0.104
sequential	0.000338	0.00000387	0.000342	0.0675
-- how the worst max path moves through the flow --
stage,from,to,depth (start not counted)
after CTS,OUT[3],OUT[3],1
after global routing,OUT[3],OUT[3],1
final,OUT[3],OUT[3],1
-- cell usage in the layout (no fill, tap or decap), drive strengths merged --
cell type	netlist	routed
and2	8	8
clkbuf	0	3
clkdlybuf4s15	0	3
clkdlybuf4s50	0	9
dfxtp	8	8
dlygate4sd2	0	5
-- stage by stage --
step,setup slack (ps),hold slack [ps]
floorplan,538,322
global route,0.882,513
detailed placement,-33.5,779
CTS,8.70,513
finish,28.3,523
global placement,-3.16,774
-- logic make-up (layout without fill, tap and decap cells) --
family	Yosys count	count (layout)	synth area share [%]
flops	8	8	76.2
simple gates	8	8	23.8
buf+inv	0	20	0
-- timing repair --
| item | CTS | global route |
|---|---|---|
| hold buffers | 0 | 0 |
| resized | 10 | 4 |
| setup endpoints to repair | 8 | 3 |
| cloned | 0 | 0 |
-- layout make-up --
| type | count | area (sq um) |
|---|---|---|
| clock buffer | 3 | 22.5 |
| fill | 392 | 2960 |
| multi-input combinational | 8 | 50.0 |
| sequential | 8 | 164 |
| tap | 46 | 57.6 |
| timing repair buffer | 17 | 164 |
No activity file was given, so power comes from the tool's default toggle rates.
