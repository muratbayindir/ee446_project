--- /design/flow/run.sh ---
#!/bin/bash
# OpenROAD 26Q1-2900-gdf79404cd8, Yosys 0.63+post, stock flow scripts
make -C /OpenROAD-flow-scripts/flow DESIGN_CONFIG=/design/flow/config.mk WORK_HOME=/design/flow/orfs finish
--- /design/flow/config.mk ---
export PLATFORM = sky130hd
export DESIGN_NAME = Mux_4to1
export DESIGN_NICKNAME = Mux_4to1
export VERILOG_FILES = /design/flow/design.v
export SDC_FILE = /design/flow/constraint.sdc
export NUM_CORES = 4
export LEC_CHECK = 1
export CORE_AREA = 10 10 95 95
export DIE_AREA = 0 0 105 105
export SYNTH_HDL_FRONTEND = slang
--- /design/flow/constraint.sdc ---
current_design Mux_4to1

set clk_period 1.0
set clk_io_pct 0.2

create_clock -name clk0 -period $clk_period

set non_clock_inputs [all_inputs -no_clocks]
set_input_delay [expr $clk_period * $clk_io_pct] -clock clk0 $non_clock_inputs
set_output_delay [expr $clk_period * $clk_io_pct] -clock clk0 [all_outputs]
--- /design/flow/design.v ---
module Mux_4to1 #(parameter WIDTH=32)
    (
	  input [1:0] select,
	  input [WIDTH-1:0] input_0, input_1, input_2, input_3,
      output reg [WIDTH-1:0] output_value
    );
always@(*) begin
	case(select)
		2'b00:output_value = input_0;
		2'b01:output_value = input_1;
		2'b10:output_value = input_2;
		2'b11:output_value = input_3;
		default: output_value = {WIDTH{1'b0}};
	endcase
end
endmodule
==> impl_metrics.yaml <==
# yosys + openroad results
sta:
  slew_violations: 0
  fmax_mhz: 754.9
  fin_tns_setup_ns: -9.427
  setup_ws_ns: -0.3247
  finalHoldViolations: 0
  rsz0062_at_grt: "true"
  period_minus_slack_ns: 1.325
  slew_headroom: 0.8739
  post-route-period-util: 1.325
  worst_pin_slew_ns: 0.1892
  setup_viol: 32
clock_network:
  cts_setup_buffers: 0
run:
  maxCapViolCount: 0
  warning_count: 35
synth:
  ys_seq_frac: 0
  postSynthCellCount: 39
  syn_avg_cell_area_sq_um: 20.89
  synth_cell_types: 5
  ys_warn_count: 0
  ys_cells: 39
  ys_area_sq_um: 814.5
  netlist_area_sq_um: 814.5
placement:
  io_buffers: 162
  dp_worst_setup_slack_ns: -0.9567
  hpwl_mm: 5.593
  dpl-instance-area_sq_mm: 0.002527
  place.gp.congestion: 0.7771
worst_setup_path:
  worstPathRequired_ns: 0.80
  cp_max_fo: 7
  cp-end-kind: "output pin"
  critPathKind: "in -> out"
  critPathArrivalTime_ns: 1.12
  startpoint_type: "input pin"
status:
  violations: "setup timing"
  status: "finished, violations left"
floorplanning:
  dieArea_sq_mm: 0.01103
  ios: 162
  num_rows: 30
  initCoreUtil: 0.1179
  coreArea_sq_mm: 0.006907
  die_h_um: 105
  die_w_um: 105
cells_and_area:
  area_growth_pct: 191.1
  ff_count: 0
  clockBufferCount: 0
  fin_area_sq_mm: 0.002371
  regArea_sq_um: 0
  post-route-util: 0.3433
  drive_above_1_share: 0.3725
grt:
  grt_overflow_total: 0
  grt_pass1_vias: 1510
  antenna_found_initial: 1
  grt_pass1_wl_mm: 9.480
  grt_usage: 0.1125
  grt_max_degree: 15
drt:
  routed_wirelength_mm: 6.565
  drc: 0
  wl_per_cell_um: 21.81
  drtIter0Drc: 20
  vias: 1257
  vias_per_cell: 4.176
  first_pass_iters: 2
  final_antenna_net_count: 0
power:
  power_density_mw_per_mm2: 363.5
  p_leak_uw: 0.001122
  ir_drop_mv: 0.1345
worst_hold_path:
  hold_class: "in -> out"
[cells in the mapped netlist]
master  number  area, sq um
buf_6        1        11.26
buf_2        3        15.01
mux4_2      30        675.7
buf_12       3        60.06
mux4_1       2        52.55
[per-stage QoR]
| stage | total power, uW | cells | hold WS (ns) |
|---|---|---|---|
| floorplan | 286.9 | 39 | 0.4864 |
| global placement | 1091 | 295 | 1.387 |
| detailed placement | 1089 | 295 | 1.384 |
| CTS | 865.0 | 299 | 0.8899 |
| global route | 931.7 | 301 | 0.9033 |
| finish | 861.8 | 301 | 0.8836 |
[cell usage in the layout (no fill, tap or decap)]
| cell | count |
|---|---|
| clkbuf_16 | 1 |
| buf_6 | 1 |
| buf_2 | 33 |
| dlygate4sd2_1 | 128 |
| buf_12 | 3 |
| buf_16 | 5 |
| buf_4 | 1 |
| mux4_2 | 32 |
| diode_2 | 1 |
[cell type report]
cell class                 instances  area, sq um
timing repair buffer             172         1528
multi-input combinational         32        720.7
antenna                            1        2.502
fill                             763         4536
tap                               96        120.1
[what timing repair did]
| action | CTS | global route |
|---|---|---|
| hold buffers | 0 | 0 |
| resized | 247 | 0 |
| setup endpoints to repair | 32 | 32 |
| cloned | 4 | 1 |
[routing by layer]
layer	wire [um]	track usage
met1	2804	0.1447
met2	2932	0.1828
met3	807	0.05031
met4	21	0
met5	0	0
[final timing paths]
check                       start               end  slack, ns  cells past startpoint
worst max-delay path    select[0]  output_value[10]      -0.32                      4
worst min-delay path  input_0[12]  output_value[12]       0.88                      3
[worst max-delay path, cell delays in order]
cell	delay, ns
buf_16	0.14
buf_12	0.14
mux4_2	0.51
buf_2	0.14
[power breakdown]
part / internal, uW / total (uW) / switching (uW)
Sequential: 0 / 0 / 0
Clock: 0.000134 / 0.000134 / 0
Combinational: 628 / 862 / 233
[kinds of logic after synthesis]
kind of cell	Yosys count	synth area share
buffers and inverters	7	0.1060
multiplexers	32	0.8940
Power figures rest on the tool's default switching activity, not on a simulated workload.
